==> /design/flow/design.v <==
`default_nettype none
module warp_skid #(
    parameter WIDTH = 1
) (
    input  wire               i_clk,
    input  wire               i_rst_n,
    input  wire               i_input_valid,
    output wire               o_input_ready,
    input  wire [WIDTH - 1:0] i_input_data,
    output wire               o_output_valid,
    input  wire               i_output_ready,
    output wire [WIDTH - 1:0] o_output_data
);
    wire insert = i_input_valid  && o_input_ready;
    wire remove = o_output_valid && i_output_ready;
    wire load  = (state == STATE_EMPTY) &&  insert && !remove;
    wire flow  = (state == STATE_BUSY)  &&  insert &&  remove;
    wire fill  = (state == STATE_BUSY)  &&  insert && !remove;
    wire flush = (state == STATE_FULL)  && !insert &&  remove;
    localparam STATE_EMPTY = 2'b00;
    localparam STATE_BUSY  = 2'b01;
    localparam STATE_FULL  = 2'b10;
    reg [1:0] state, next_state;
    always @(*) begin
        next_state = state;
        if (insert && !remove && (state != STATE_FULL))
            next_state = state + 2'h1;
        else if (!insert && remove && (state != STATE_EMPTY))
            next_state = state - 2'h1;
    end
    always @(posedge i_clk, negedge i_rst_n) begin
        if (!i_rst_n)
            state <= STATE_EMPTY;
        else
            state <= next_state;
    end
    reg ready, valid;
    always @(posedge i_clk, negedge i_rst_n) begin
        if (!i_rst_n) begin
            ready <= 1'b1;
            valid <= 1'b0;
        end else begin
            ready <= next_state != STATE_FULL;
            valid <= next_state != STATE_EMPTY;
        end
    end
    reg [WIDTH - 1:0] buffer;
    always @(posedge i_clk, negedge i_rst_n) begin
        if (!i_rst_n)
            buffer <= {WIDTH{1'b0}};
        else if (fill)
            buffer <= i_input_data;
    end
    reg [WIDTH - 1:0] output_data;
    always @(posedge i_clk, negedge i_rst_n) begin
        if (!i_rst_n)
            output_data <= {WIDTH{1'b0}};
        else if (load || flow || flush)
            output_data <= flush ? buffer : i_input_data;
    end
    assign o_input_ready = ready;
    assign o_output_valid = valid;
    assign o_output_data = output_data;
endmodule
module warp_decoder #(
    parameter width = 1,
    parameter depth = 2 ** width
) (
    input  wire [width - 1:0] i_input,
    output wire [depth - 1:0] o_output
);
    reg [depth - 1:0] out;
    always @(*) begin
        out = {depth{1'b0}};
        out[i_input] = 1'b1;
    end
    assign o_output = out;
endmodule
`default_nettype wire
==> /design/flow/run.sh <==
#!/bin/bash
# OpenROAD 26Q1-2900-gdf79404cd8, Yosys 0.63+post, stock flow scripts
make -C /OpenROAD-flow-scripts/flow DESIGN_CONFIG=/design/flow/config.mk WORK_HOME=/design/flow/orfs finish
==> /design/flow/config.mk <==
export PLATFORM = sky130hd
export DESIGN_NAME = warp_skid
export DESIGN_NICKNAME = warp_skid
export VERILOG_FILES = /design/flow/design.v
export SDC_FILE = /design/flow/constraint.sdc
export NUM_CORES = 4
export LEC_CHECK = 1
export CORE_AREA = 10 10 70 70
export DIE_AREA = 0 0 80 80
==> /design/flow/constraint.sdc <==
current_design warp_skid

set clk_period 3.3
set clk_io_pct 0.2

create_clock -name clk0 -period $clk_period [get_ports {i_clk}]

set non_clock_inputs [all_inputs -no_clocks]
set_input_delay [expr $clk_period * $clk_io_pct] -clock clk0 $non_clock_inputs
set_output_delay [expr $clk_period * $clk_io_pct] -clock clk0 [all_outputs]
==> flow_metrics.env <==
# physical design summary
export IMPL_hold_path_end="ready"
export IMPL_syn_area_per_cell_um2=11.8
export IMPL_hp_class="reg -> reg"
export IMPL_ys_warn_count=1
export IMPL_period_needed_ps=1940
export IMPL_path_class="reg -> out"
export IMPL_status="complete, no violations"
export IMPL_antenna_found_initial=0
export IMPL_rrSetupSlack_ps=1830
export IMPL_reg2reg_depth=5
export IMPL_cts_htree_levels=1
export IMPL_die_h_um=80
export IMPL_maxCapViolations=0
export IMPL_grt_total_usage_pct=2.23
export IMPL_die_x_um=80
export IMPL_clkLatencyLatePin_ps=250
export IMPL_syn_inst=31
export IMPL_crit_path_end_kind="output pin"
export IMPL_drt_initial_drc_count=7
export IMPL_grt_pass1_wl_um=1140
export IMPL_clockBufferDepth=2
export IMPL_path_max_fanout=4
export IMPL_seqCellArea_um2=151
export IMPL_cp_arrival_ps=1280
export IMPL_syn_area_um2=365
export IMPL_area_growth_pct=42.1
export IMPL_vias_per_cell=3.09
export IMPL_coreArea_um2=3420
export IMPL_worst_ir_drop_vdd_uv=175
export IMPL_finalWirelength_um=720
export IMPL_holdWs_ps=511
export IMPL_path_clk_slew_ps=50
export IMPL_worstPathCellList="clkdlybuf4s50_1"
export IMPL_tightest_slew_ps=350
export IMPL_crit_required_ps=2640
export IMPL_worstHoldStart="state[1]"
export IMPL_max_stage_delay_ps=560
export IMPL_final_cell_mix="clkdlybuf4s50_1, dfrtp_1, o21a_1, ha_1, clkbuf_4"
export IMPL_boundaryPins=8
export IMPL_fin_crit_sh_pct=58.8
export IMPL_ys_cells=31
export IMPL_num_antenna_cells=0
export IMPL_fin_util_pct=15.2
export IMPL_portBuffers=7
export IMPL_cts_buffers=3
export IMPL_holdPathStages=1
export IMPL_setup_viol=0
export IMPL_crit_buf_inv=1
export IMPL_chipArea_um2=6400
export IMPL_rsz0062_at_grt="false"
export IMPL_hpwl_um=596
export IMPL_crit_path_start_kind="register"
export IMPL_drv_slew=0
export IMPL_clock_tree_root_cell="clkbuf_4"
export IMPL_drc=0
export IMPL_overflow=0
export IMPL_hold_viol=0
export IMPL_crit_family="flip-flops"
export IMPL_postSynthSeqShare_pct=41.4
export IMPL_cts_sinks=6
export IMPL_n_fill_cell=389
export IMPL_placedCellCount=84
export IMPL_slowest_stage="dfstp_2"
export IMPL_cp_depth=1
export IMPL_ys_area_um2=365
export IMPL_ys_types=19
export IMPL_holdBufCountCts=0
export IMPL_fmax_mhz=515
export IMPL_lay_top_count="clkdlybuf4s50_1"
export IMPL_cellLeakagePower_nw=0.207
export IMPL_vias=272
export IMPL_setup_tns_ps=0
export IMPL_grt_pass1_vias=271
export IMPL_postCtsSetupRepairBufs=0
export IMPL_drt_pass1_iterations=6
export IMPL_rows=21
export IMPL_power_density_nw_per_um2=837
export IMPL_worstReg2RegEnd="valid"
export IMPL_cts_resized=0
export IMPL_slew_headroom_pct=76.5
export IMPL_synth_flops=6
export IMPL_rr_startpoint="state[0]"
export IMPL_layout_drive_gt1_share_pct=23.8
export IMPL_ant_nets=0
export IMPL_comb_area_um2=206
export IMPL_fp_util_pct=10.7
export IMPL_wire_per_inst_um=8.18
export IMPL_grt_max_degree=7
export IMPL_warning_count=27
export IMPL_cts_tree="built"
export IMPL_stdcell_count=88
export IMPL_gp_congestion=0.700
export IMPL_skew_ps=3.20
## synthesized netlist by cell type
library cell,number,share of area (%)
a22oi_1,1,2.1
a2bb2oi_1,1,2.4
dfrtp_1,5,34
dfstp_2,1,7.2
ha_1,3,10
inv_1,2,2.1
mux2_2,1,3.1
mux2_4,1,4.1
mux2i_1,2,5.5
nand2_2,2,3.4
nand3_1,1,1.4
nand4_1,2,3.4
nor2_1,1,1.0
nor3_1,1,1.4
nor3b_2,1,3.4
nor3b_4,1,5.1
o21a_1,3,6.2
o21ai_0,1,1.4
o22a_1,1,2.4
## per-layer routing
layer  share of wire (%)  vias up  track usage (%)
li1                    -      136                -
met1                  48      123             2.62
met2                  39       11             3.13
met3                  11        2             1.59
met4                 2.6        0            0.704
met5                   0        -                0
## where the power goes
group,internal (mW),switching [mW]
registers,0.113,0.0316
logic,0.125,0.0899
clock network,0.0459,0.0287
total,0.284,0.150
## stage by stage
step	setup slack, ps	instance area [um^2]	total power, mW
2_1_floorplan	1870	365	0.296
3_3_place_gp	1300	493	0.360
3_5_place_dp	1280	493	0.363
4_1_cts	1350	519	0.440
5_1_grt	1330	519	0.472
6_report	1360	519	0.435
## registers in the layout, indices dropped and copies added, names as in the netlist
name and flops:
state 2, buffer 1, output_data 1, ready 1
valid 1
## cells by family after synthesis
family / share of synthesized area (%)
AND-OR/OR-AND: 14.4
adder cells (fa/ha/maj): 10.3
buffers and inverters: 2.06
flip-flops: 41.4
multiplexers: 12.7
AND/OR/NAND/NOR: 19.2
## cell type report
type                    count  share of cell area [%]
clock buffers               4                    5.06
inverters                   2                    1.45
multi-input cells          23                    39.8
flip-flops and latches      6                    29.2
well taps                  46                    11.1
repair buffers              7                    13.5
## how the worst max path moves through the flow
stage	from	endpoint	slack (ps)
4_1_cts	ready	o_input_ready	1350
5_1_grt	ready	o_input_ready	1330
6_report	ready	o_input_ready	1360
Power and IR drop assume default switching activity.
